$ cat design.v
`timescale 1ns/10ps
module  SOBEL(clk,reset,busy,ready,iaddr,idata,cdata_rd,cdata_wr,caddr_rd,caddr_wr,cwr,crd,csel	);
	input				clk;
	input				reset;
	output  reg			busy;	
	input				ready;	
	output 	reg[16:0]   iaddr;
	input  	[7:0]		idata;	
	input	[7:0]		cdata_rd;
	output	reg [7:0]		cdata_wr;
	output 	[15:0]		caddr_rd;
	output 	 [15:0]		caddr_wr;
	output	reg 		cwr,crd;
	output 	reg [1:0]		csel;
parameter   IDLE = 3'b000,
            R1   = 3'b001,
            R2   = 3'b010,
            R3   = 3'b011,
            SB   = 3'b100,
            SY   = 3'b101,
            SC   = 3'b110,
            END  = 3'b111;
reg [2:0] state;
reg [2:0] next_state;
reg inv;
reg r1_en;
reg r1_done;
reg r2_en;
reg r2_done;
reg r3_en;
reg r3_done;
reg SB_en;
reg SY_en;
reg SC_en;
reg DELAY_en;
reg shift_en;
reg [16:0]row1_cnt;
reg [16:0]row2_cnt;
reg [16:0]row3_cnt;
reg [16:0]row1_cnt_limit;
reg [16:0]row2_cnt_limit;
reg [16:0]row3_cnt_limit;
reg [7:0] buffer[0:8];
reg [10:0]sb_sum;
reg [10:0]sy_sum;
reg [8:0]sc_sum;
reg [10:0]sb_sum_reg;
reg [10:0]sy_sum_reg;
reg [8:0]sc_sum_reg;
reg [16:0]SBY_cnt;
reg [16:0]stop_cnt;
reg stop_en;
reg total_cnt_en;
reg [16:0] total_cnt;
integer a;
reg [7:0]sb_tmp;
reg [7:0]sy_tmp;
reg [1:0]selector;
always @(posedge clk or posedge reset) begin
    if(reset)begin
        state <= IDLE;
    end
    else begin
        state <= next_state;
    end
end
always @(posedge clk or posedge reset)begin
    if(reset)begin
        busy <= 1'b0;
    end
    else begin
        if(ready)begin
            busy <= 1'b1;
        end
        if(SBY_cnt == 17'd65536)begin
            busy <= 1'b0;
        end
    end
end
always @(*) begin
    cwr = 1'b0;
    crd = 1'b0;
    r1_en = 1'b0;
    r1_done = 1'b0;
    r2_en = 1'b0;
    r2_done = 1'b0;
    r3_en = 1'b0;
    r3_done = 1'b0;
    SB_en = 1'b0;
    SY_en = 1'b0;
    SC_en = 1'b0;
    shift_en = 1'b0;
    csel = 2'b0;
    total_cnt_en = 1'b0;
    DELAY_en = 1'b0;
    case(state)
        IDLE:begin
        end
        R1:begin 
            r1_en = 1'b1;  
            if(row1_cnt == row1_cnt_limit) r1_done = 1'b1;
            else r1_done = 1'b0;
            shift_en = 1'b1;
        end
        R2:begin
            r2_en = 1'b1;
            if(row2_cnt == row2_cnt_limit) r2_done = 1'b1;
            else r2_done = 1'b0;
            shift_en = 1'b1;
        end
        R3:begin
            r3_en = 1'b1;
            if(row3_cnt == row3_cnt_limit) r3_done = 1'b1;
            else r3_done = 1'b0;
            shift_en = 1'b1;
        end
        SB:begin
            SB_en = 1'b1;
            if(stop_en) cwr = 1'b0;
            else cwr = 1'b1;
        end
        SY:begin
            SY_en = 1'b1;
            if(stop_en) cwr = 1'b0;
            else cwr = 1'b1;
            csel = 2'b01;
        end
        SC:begin
            SC_en = 1'b1;
            if(stop_en) cwr = 1'b0;
            else cwr = 1'b1;
            csel = 2'b10;
        end
        END:begin
            DELAY_en = 1'b1;
            if(stop_en) cwr = 1'b0;
            else cwr = 1'b1;
            if(inv==1'b1)begin total_cnt_en = 1'b1;end
            else begin total_cnt_en = 1'b0;end
            csel = 2'b11;
        end
    endcase
end
always @(*) begin
    next_state = state;
    case(state)
        IDLE:begin
            next_state = R1;
        end
        R1:begin
            next_state = r1_done ? R2 : R1;
        end
        R2:begin
            next_state = r2_done ? R3 : R2;
        end
        R3:begin
            next_state = r3_done ? SB : R3; 
        end
        SB:begin
            next_state = SY; 
        end
        SY:begin
            next_state = SC;
        end
        SC:begin
            next_state = END;
        end
        END:begin
            if(SBY_cnt != 17'd65536)begin
                if(inv == 1'b1)begin
                    next_state = R1;
                end
                else begin
                    next_state = END;
                end
            end
            else begin
                next_state = IDLE;
            end
        end
    endcase
end
always @(posedge clk or posedge reset)begin
    if(reset)begin
        inv <= 1'b0;
    end
    else begin
        inv <= ~inv;
    end
end
always @(posedge clk or posedge reset)begin
    if(reset)begin
        total_cnt <= 17'b0;
    end
    else begin
        if(total_cnt_en)begin
            total_cnt <= total_cnt + 1'b1;
        end
    end
end
always @(*) begin
    if(total_cnt == stop_cnt || total_cnt == stop_cnt + 1'b1)begin
        stop_en = 1'b1;
    end
    else begin
        stop_en = 1'b0;
    end
end
always @(posedge clk or posedge reset)begin
    if(reset)begin
        stop_cnt <= 17'd256;
    end
    else begin
        if(total_cnt_en)begin
        if(stop_en)begin
            if(total_cnt == stop_cnt + 1'b1)begin
                stop_cnt = stop_cnt+ 17'd258;
            end
        end
        end
    end
end
always @(posedge clk or posedge reset) begin
    if(reset)begin
        row1_cnt_limit <= 17'd2;
    end
    else begin
        if(r1_en)begin
            if(row1_cnt == row1_cnt_limit)begin
                row1_cnt_limit <= row1_cnt_limit + 1'b1;
            end
        end
    end
end
always @(posedge clk or posedge reset) begin
    if(reset)begin
        row1_cnt <= 17'b0;
    end
    else begin
        if(r1_en)begin
            if(row1_cnt < row1_cnt_limit)begin
                row1_cnt <= row1_cnt + 1'b1;
            end
        end
        else begin
            row1_cnt <= row1_cnt_limit - 2'd2;
        end
    end
end
always @(posedge clk or posedge reset)begin
    if(reset)begin
        row2_cnt_limit <= 17'd260; 
    end
    else begin
        if(r2_en)begin
            if(row2_cnt == row2_cnt_limit )begin
                row2_cnt_limit <= row2_cnt_limit + 1'b1;
            end
        end
    end
end
always @(posedge clk or posedge reset)begin
    if(reset)begin
        row2_cnt <= 17'd258;
    end
    else begin
        if(r2_en)begin
            if(row2_cnt < row2_cnt_limit)begin
                row2_cnt <= row2_cnt + 1'b1;
            end
        end
        else begin
            row2_cnt <= row2_cnt_limit - 2'd2;
        end
    end
end
always @(posedge clk or posedge reset) begin
    if(reset)begin
        row3_cnt_limit <= 17'd518;
    end
    else begin
        if(r3_en)begin
            if(row3_cnt == row3_cnt_limit)begin
                row3_cnt_limit <= row3_cnt_limit + 1'b1;
            end
        end
    end
end
always @(posedge clk or posedge reset)begin
    if(reset)begin
        row3_cnt <= 17'd516;
    end
    else begin
        if(r3_en)begin
            if(row3_cnt<row3_cnt_limit)begin
                row3_cnt <= row3_cnt + 1'b1;
            end
        end
        else begin
            row3_cnt <= row3_cnt_limit - 2'd2;
        end
    end
end
always @(*) begin
    if(r1_en)begin
        iaddr = row1_cnt;
    end
    else if(r2_en)begin
        iaddr = row2_cnt;
    end
    else if(r3_en) begin
        iaddr = row3_cnt;
    end
    else begin
        iaddr = 17'b0;
    end
end
always @(posedge clk or posedge reset ) begin
    if(reset)begin
        for(a = 0; a<9 ;a = a+1 )begin
            buffer[a] <= 12'b0;
        end
    end
    else begin
        if(shift_en)begin
            buffer[8] <= idata;
            for(a=0; a<8; a=a+1)begin
                buffer[a] <= buffer[a+1];
            end
        end
    end
end
always @(*) begin
    sb_sum = buffer[0] - buffer[2] + (buffer[3]<<1) - (buffer[5]<<1) + buffer[6] - buffer[8]; 
    sy_sum = buffer[0] + (buffer[1]<<1) + buffer[2] - buffer[6] - (buffer[7]<<1) - buffer[8];
    sc_sum = sb_tmp + sy_tmp;
end
always @(posedge clk or posedge reset) begin
    if(reset)begin
        sb_sum_reg <= 11'b0;
        sy_sum_reg <= 11'b0;
        sc_sum_reg <= 9'b0;
    end
    else begin
        sb_sum_reg <= sb_sum;
        sy_sum_reg <= sy_sum;
        sc_sum_reg <= sc_sum;
    end
end
always @(posedge clk or posedge reset)begin
    if(reset)begin
        SBY_cnt <= 17'b0;
    end
    else begin
        if(total_cnt_en&&~stop_en)begin
            SBY_cnt <= SBY_cnt + 1'b1;
        end
    end
end
always @(posedge clk or posedge reset)begin
    if(reset)begin
        sb_tmp <= 8'b0;
        sy_tmp <= 8'b0;
    end
    else begin
        case(selector)
            2'b01:begin
                if(SC_en)begin sy_tmp <= 8'b0;end
                if(SY_en)begin sb_tmp <= 8'b0;end
            end
            2'b10:begin
                if(SC_en)begin sy_tmp <= 8'hff;end
                if(SY_en)begin sb_tmp <= 8'hff;end
            end
            2'b11:begin
                if(SY_en)begin sb_tmp <= sb_sum[7:0];end
                if(SC_en)begin sy_tmp <= sy_sum[7:0];end
            end
            2'b00:begin
                sy_tmp <= 8'b0;
                sb_tmp <= 8'b0;
            end
        endcase
    end
end
assign caddr_wr = SBY_cnt;
always @(*) begin
    if(SY_en)begin
        if(sb_sum_reg[10]==1'b1)begin
            cdata_wr = 8'b0;
            selector = 2'b01;
        end
        else begin
            if(sb_sum_reg[9:0]>10'd255)begin
                cdata_wr = 8'hff;
                selector = 2'b10;
            end
            else begin
                cdata_wr = sb_sum_reg[7:0];
                selector = 2'b11;
            end
        end
    end
    else if(SC_en) begin
        if(sy_sum_reg[10]==1'b1)begin
            cdata_wr = 8'b0;
            selector = 2'b01;
        end
        else begin
            if(sy_sum_reg[9:0]>10'd255)begin
                cdata_wr = 8'hff;
                selector = 2'b10;
            end
            else begin
                cdata_wr = sy_sum_reg[7:0];
                selector = 2'b11;
            end
        end
    end
    else if(DELAY_en)begin
        cdata_wr = sc_sum_reg[8:1] + sc_sum_reg[0];
        selector = 2'b00;
    end
    else begin
        cdata_wr = 8'b0;
        selector = 2'b00;
    end
end
endmodule
$ cat run.sh
#!/bin/bash
# OpenROAD 26Q1-2900-gdf79404cd8, Yosys 0.63+post, stock flow scripts
make -C /OpenROAD-flow-scripts/flow DESIGN_CONFIG=/design/flow/config.mk WORK_HOME=/design/flow/orfs finish
$ cat config.mk
export PLATFORM = sky130hd
export DESIGN_NAME = SOBEL
export DESIGN_NICKNAME = SOBEL
export VERILOG_FILES = /design/flow/design.v
export SDC_FILE = /design/flow/constraint.sdc
export NUM_CORES = 4
export LEC_CHECK = 1
export CORE_UTILIZATION = 40
$ cat constraint.sdc
current_design SOBEL

set clk_period 17.8
set clk_io_pct 0.2

create_clock -name clk0 -period $clk_period [get_ports {clk}]

set non_clock_inputs [all_inputs -no_clocks]
set_input_delay [expr $clk_period * $clk_io_pct] -clock clk0 $non_clock_inputs
set_output_delay [expr $clk_period * $clk_io_pct] -clock clk0 [all_outputs]
==> qor.yml <==
synthDistinctLibCells: 74
rr_startpoint: "buffer[3][1]$_DFFE_PP0N_"
ctsRootBufferMaster: "clkbuf_16"
synthTopCellsByArea: "dfrtp_1 (37%), ha_1 (8.1%), xnor2_1 (6.5%)"
setup_viol: 0
antenna_left: 0
dp_hpwl_um: 27500
timing_worst_setup_path_type: "flip-flop to primary output"
core_area_mm2: 0.0443
final_area_mm2: 0.0201
cts_setup_buffers: 0
fp-row-count: 77
fill_cells: 4123
vias: 12951
relSlewSlack_pct: 46.8
netlist_area_mm2: 0.0180
antenna_found_initial: 1
cts_tree: "done"
crit_path_start_kind: "flip-flop"
place_ws_ns: 11.11
maxCapViolCount: 0
crit_path_end_kind: "primary output"
regMostFlops: "buffer"
powerDensity_mw_per_mm2: 94.5
r2r_setup_slack_ns: 13.72
cp_top_family: "simple AND/OR/NAND/NOR gates"
slowest_stage: "or3_1"
die_w_um: 214
worst_path_most_repeated_cell: "or3_1"
flop_cell: "dfrtp_1"
yosysSeqAreaShare_pct: 39.1
grt_pass1_vias: 12799
largest_register_ff_count: 72
fin_setup_tns_ns: 0
rsz0062_at_grt: "no"
cts_sinks: 281
crit_chain: "or3_1, or3_1, nor2_1, buf_4, a221oi_1, a21oi_1, clkdlybuf4s50_1"
syn2layout_area_growth_pct: 11.6
yosysTopAreaCell: "dfrtp_1"
insertion_delay_ns: 0.54
min_from: "state[5]$_DFF_PP0_"
worstHoldEndpoint: "state[3]$_DFF_PP0_"
grt_max_degree: 107
ff2ff_path_depth: 14
die_h_um: 214
htreeDepth: 2
cts_resized: 0
path_depth: 7
most_common_cell: "dfrtp_1"
firstDrtPassIters: 5
ys_async_sr_fraction_pct: 100
grt_pass1_wl_um: 64700
startpoint: "state[7]$_DFF_PP0_"
synthCells: 1891
grt_usage_pct: 17.6
drtIter0Drc: 679
edf_count: 0
finalCriticalPeriod_ns: 7.29
postPlaceCellArea_mm2: 0.0190
initCoreUtil_pct: 40.6
gr-total-overflow: 0
wl_per_cell_um: 14.9
worst_slew_pin_slew_ns: 0.790
synth_flops: 281
hold_viol: 0
die_area_mm2: 0.0459
pin_count: 81
setup_ws_ns: 10.51
ys_warn_count: 18
gp_congestion: 0.871
yosysChipArea_mm2: 0.0180
maxSlewViolCount: 0
critPathMaxStageDelay_ns: 0.66
clock_path_buffers: 3
worstPathArrival_ns: 3.73
yosys_cells: 1891
hold_path_depth: 0
holdBufCountCts: 0
p_leak_nw: 9.07
cts_buffers: 35
tool_warnings: 43
hold_slack_ns: 0.424
regToRegEndpoint: "sb_sum_reg[10]$_DFF_PP0_"
max-vdd-ir-drop_uv: 70.5
hold_class: "flip-flop to flip-flop"
place.port_buffers: 55
cp_max_fo: 17
max_freq_mhz: 137
outcome: "finished clean"
post-route-period-util_pct: 41.0
clock_skew_ns: 0.0242
common_cells: "dfrtp_1 (269), inv_1 (222), nand2_1 (147), xnor2_1 (134), nor2_1 (131)"
synth_top_area_share_pct: 37.4
syn_avg_cell_area_um2: 9.52
crit_required_ns: 14.24
clk_pin_slew_worst_paths_ns: 0.06
layout-drive-gt1-share_pct: 7.63
wirelength_um: 37700
via_per_inst: 5.11
route.detailed.drc: 0
cp_num_buf_inv: 2
==> routing by layer <==
metal  vias up  track usage, %  share of wire [%]
met1      6199            27.2                 48
met2       202            27.2                 45
met3        60            2.88                4.2
met5         -               0                  0
met4         0            3.62                2.5
li1       6490               -                  -
==> metrics by stage <==
step | power [mW] | std cells | utilization [%]
finish | 1.90 | 2532 | 45.3
global route | 2.03 | 2531 | 45.3
CTS | 1.93 | 2531 | 45.3
detailed placement | 1.23 | 2472 | 42.9
global placement | 1.23 | 2472 | 42.9
floorplan | 1.10 | 1907 | -
==> worst max-delay path by stage <==
stage                 slack [ns]        to
final                      10.51  iaddr[0]
after global routing       10.39  iaddr[0]
after CTS                  10.52  iaddr[0]
==> worst register-to-register path: stages (launching register included) <==
cell      delay (ns)
dfrtp_1         0.35
inv_1           0.07
fa_1            0.54
inv_1           0.05
fa_1            0.50
inv_1           0.06
fa_1            0.59
inv_1           0.06
ha_1            0.28
a21o_1          0.18
a21oi_1         0.21
o21ai_0         0.20
or3_1           0.40
a2111o_1        0.38
o211ai_1        0.11
==> cells by family after synthesis <==
logic type	after synthesis	synth area share [%]
buf+inv	318	7.40
mux	40	2.49
simple gates	579	16.2
flops	281	39.1
fa+ha+maj	172	14.3
compound gates	310	11.3
xor+xnor	190	9.24
other cells	1	0.0208
==> final cells by class <==
cell class	count	area (µm²)	area share [%]
flip-flops and latches	281	7050	35.1
multi-input cells	1308	9700	48.3
clock inverters	11	114	0.567
inverters	222	841	4.18
repair buffers	69	668	3.33
diodes	1	2.50	0.0125
clock buffers	48	985	4.90
well taps	592	741	3.69
==> layout by cell type (no fill, tap or decap), types with 18 or more instances in the layout <==
| master | count |
|---|---|
| a21oi_1 | 61 |
| a221oi_1 | 18 |
| a31oi_1 | 21 |
| and3_1 | 32 |
| clkbuf_16 | 35 |
| clkdlybuf4s50_1 | 55 |
| dfrtp_1 | 269 |
| fa_1 | 56 |
| ha_1 | 116 |
| inv_1 | 221 |
| mux2_2 | 38 |
| nand2_1 | 147 |
| nand3_1 | 56 |
| nand4_1 | 44 |
| nor2_1 | 130 |
| nor3_1 | 46 |
| nor4_1 | 29 |
| o211ai_1 | 20 |
| o21ai_0 | 96 |
| xnor2_1 | 134 |
| xor2_1 | 56 |
==> power breakdown <==
group	switching [mW]	internal, mW	total (mW)	leakage [nW]
logic	0.266	0.214	0.480	4.96
clock network	0.273	0.414	0.687	0.539
registers	0.0292	0.702	0.732	3.57
Power figures rest on the tool's default switching activity, not on a simulated workload.
